<file path="flow/design.v">
module ALU (
    input [31:0] A,
    input [31:0] B,
    input [2:0] ALUop,
    output reg [31:0] Result
);
    always @(*) begin
        case (ALUop)
            3'b000: Result = 0;  
            3'b001: Result = 0;  
            3'b010: Result = A + B;  
            3'b011: Result = A - B;  
            3'b100: Result = A << B;  
            3'b101: Result = A >> B;  
            3'b110: Result = A + B;  
            3'b111: Result = A - B;  
            default: Result = 0;
        endcase
    end
endmodule
module InstructionDecoder (
    input [31:0] instruction,
    output reg [2:0] ALUop,
    output reg [4:0] rd,
    output reg [4:0] rs1,
    output reg [4:0] rs2,
    output reg [31:0] immediate,
    output reg isImmediateOp
);
    always @(*) begin
        rd = instruction[27:23];
        rs1 = instruction[22:18];
        rs2 = instruction[17:13];
        immediate = {{19{instruction[12]}}, instruction[12:0]};  
        ALUop = 3'b000;
        isImmediateOp = 0;
        case (instruction[31:28])
            4'b0000: ALUop = 3'b000;  
            4'b0001: ALUop = 3'b010;  
            4'b0010: ALUop = 3'b011;  
            4'b0011: ALUop = 3'b100;  
            4'b0100: ALUop = 3'b101;  
            4'b0101: begin ALUop = 3'b110; isImmediateOp = 1; end  
            4'b0110: begin ALUop = 3'b111; isImmediateOp = 1; end  
            default: ALUop = 3'b000;  
        endcase
    end
endmodule
module InstructionMemory (
    input [4:0] pc,
    output reg [31:0] instruction
);
    always @(*) begin
        case (pc)
            5'd0: instruction = 32'b0101_01010_00000_00000_000000001010;
            5'd1: instruction = 32'b0101_01111_00000_00000_000000001111;
            5'd2: instruction = 32'b0001_11001_01010_01111_000000000000;
            5'd3: instruction = 32'b0110_10100_11001_00000_000000000101;
            5'd4: instruction = 32'b0101_00101_00000_00000_000000000010;
            5'd5: instruction = 32'b0011_11110_11001_00101_000000000000;
            default: instruction = 32'b00000000000000000000000000000000;
        endcase
    end
endmodule
module RegisterFile (
    input clk,
    input we,
    input [4:0] ra1,
    input [4:0] ra2,
    input [4:0] wa,
    input [31:0] wd,
    output [31:0] rd1,
    output [31:0] rd2
);
    reg [31:0] regfile [0:31];
    assign rd1 = regfile[ra1];
    assign rd2 = regfile[ra2];
    always @(posedge clk) begin
        if (we) begin
            regfile[wa] <= wd;
        end
    end
endmodule
module TopCPU (
    input clk,
    input reset,
    input control,
    output [3:0] an,
    output [6:0] seg
);
    wire [31:0] Result;
    reg [4:0] pc;
    wire [31:0] instruction;
    wire [2:0] ALUop;
    wire [4:0] rd, rs1, rs2;
    wire [31:0] immediate;
    wire isImmediateOp;
    wire [31:0] A, B;
    reg [31:0] B_input;
    reg we;
    InstructionMemory imem(pc, instruction);
    InstructionDecoder decoder(instruction, ALUop, rd, rs1, rs2, immediate, isImmediateOp);
    RegisterFile regfile(clk, we, rs1, rs2, rd, Result, A, B);
    ALU alu(A, B_input, ALUop, Result);
    assign an = 4'b0000;  
    assign seg = Result[6:0];  
    always @(posedge clk or posedge reset) begin
        if (reset)
            pc <= 0;
        else if (control)
            pc <= pc + 1;
    end
    always @(*) begin
        B_input = isImmediateOp ? immediate : B;
        we = (ALUop != 3'b000 && rd != 5'd0);
    end
endmodule
</file>
<file path="flow/run.sh">
#!/bin/bash
# OpenROAD 26Q1-2900-gdf79404cd8, Yosys 0.63+post, stock flow scripts
make -C /OpenROAD-flow-scripts/flow DESIGN_CONFIG=/design/flow/config.mk WORK_HOME=/design/flow/orfs finish
</file>
<file path="flow/config.mk">
export PLATFORM = sky130hd
export DESIGN_NAME = TopCPU
export DESIGN_NICKNAME = TopCPU
export VERILOG_FILES = /design/flow/design.v
export SDC_FILE = /design/flow/constraint.sdc
export NUM_CORES = 4
export LEC_CHECK = 1
export CORE_UTILIZATION = 50
</file>
<file path="flow/constraint.sdc">
current_design TopCPU

set clk_period 20.8
set clk_io_pct 0.2

create_clock -name clk0 -period $clk_period [get_ports {clk}]

set non_clock_inputs [all_inputs -no_clocks]
set_input_delay [expr $clk_period * $clk_io_pct] -clock clk0 $non_clock_inputs
set_output_delay [expr $clk_period * $clk_io_pct] -clock clk0 [all_outputs]
</file>
==> impl_metrics.ini <==
; generated from flow reports
[logic_synthesis]
top_cell = edfxtp_1
yosys-stat-area_um2 = 20490
synth_flops = 336
flop_cell = edfxtp_1
ys_warn_count = 5
top_cells_by_area = edfxtp_1 49%, mux2i_1 9.5%, nand2_1 4.1%
yosysUniqueCellTypes = 93
postSynthAreaPerCell_um2 = 11.03
ys_async_sr_fraction_pct = 1.488
edf_count = 331
syn_inst = 1858
ys_seq_share_pct = 49.12
yosys.area.top_type = edfxtp_1
synth.cell_area_um2 = 20490
top_cells_by_count = 331 x edfxtp_1, 222 x nand2_1, 194 x mux2i_1, 110 x nor2_1, 77 x a21oi_1
ys_cells = 1858
synth.top_cell.area_share_pct = 48.51

[place]
portBuffers = 9
gp_congestion = 1.083
placed_cell_area_um2 = 21870
dp_cells = 2507
dp.final_hpwl_um = 47310
dp_worst_setup_slack_ns = 9.882

[sta]
fmax_ghz = 0.08600
finalSetupTns_ns = 0
period_used_pct = 55.90
setup_viol = 0
maxSlewViolCount = 0
relSlewSlack_pct = 19.11
fin_skew_ns = 0.03172
layout_setup_ws_ns = 9.172
hold_viol = 0
rsz0062_at_grt = no
worst_slew_pin_slew_ns = 1.197
finalWorstPathRequiredPeriod_ns = 11.63

[global_routing]
track_usage_pct = 34.61
grt_busiest_layer = met1
use_met1_pct = 55.23
grt_util_met3_pct = 10.56
antenna_found_initial = 1
met2_usage_pct = 48.60
grt_max_degree = 64
grt_overflow = 0
grt_pass1_wl_um = 97860
grt_pass1_vias = 15319

[layout]
design_area_um2 = 23030
syn_to_final_growth_pct = 12.40
final_cells = 2570
drive_gt1_share_pct = 11.64

[detailed_routing]
drt_wl_total_um = 65990
drtPass1Iterations = 5
drt_iter0_drc = 1274
avgRoutedWirePerCell_um = 25.68
drc = 0
ant_nets = 0
dr_total_vias = 15885
antennaDiodeCount = 0
viasPerCell = 6.181

[critical_path]
crit_fanout = 31
startpoint_type = flip-flop
r2r_cells = 21
r2r_slack_ns = 12.65
crit_type = flip-flop to primary output
rr_startpoint = pc[2]$_DFFE_PP0P_
worstPathRequired_ns = 16.64
endpoint_kind = primary output
crit-reg2reg-capture = regfile.regfile[7][29]$_DFFE_PP_
cp_data_arrival_time_ns = 7.47

[clocking]
cts_sinks = 336
numCtsBuffers = 35
ctsLongestPathBuffers = 3
cts_max_level = 2
cts_tree = built
insertion_delay_ns = 0.55
hold_buffers = 0
cts_setup_buffers = 0
clk_pin_slew_ns = 0.06
ctsResizeCount = 0
cts_root_buf = clkbuf_16

[hold_path]
holdPathEnd = pc[0]$_DFFE_PP0P_
holdPathStages = 1
hold_path.class = flip-flop to flip-flop
hp-start = pc[0]$_DFFE_PP0P_

[flow_run]
warning_count = 32
cap_violations = 0

[die]
core_um2 = 40100
initial_utilization_pct = 51.10
num_rows = 73
pin_count = 14
dieArea_um2 = 41790
fp.dieH_um = 204.4
die_w_um = 204.4

[outcome]
status = finished, final reports clean
==> metal layers <==
metal  wire [um]  vias up
met5          12        -
met4        2566        2
met3        6714      133
met2       28750      803
met1       27940     7671
li1            -     7276
==> layout by cell type (no fill, tap or decap), types with 18 or more instances in the layout <==
master / n
o211ai_1: 27
o22ai_1: 31
nor3_1: 40
and3_1: 44
mux2_2: 35
mux4_2: 24
o21ai_0: 64
a31oi_1: 38
nand3_1: 35
clkbuf_16: 36
buf_4: 82
conb_1: 175
xnor2_1: 36
a22oi_1: 18
a21o_1: 21
xor2_1: 21
mux2i_1: 194
nand2_1: 220
ha_1: 39
a21oi_1: 77
nor2_1: 106
edfxtp_1: 331
inv_1: 43
==> worst max-delay path by stage <==
stage / from / cells after the start / to / slack (ns)
CTS: pc[2]$_DFFE_PP0P_ / 14 / seg[6] / 9.30
finish: pc[2]$_DFFE_PP0P_ / 14 / seg[6] / 9.17
global route: pc[2]$_DFFE_PP0P_ / 14 / seg[2] / 8.73
==> registers in the layout, indices dropped and copies added, names as in the netlist <==
register / cells
pc: 5
regfile.regfile: 331
==> cell type report <==
class	instances	area [um^2]
Clock inverter	21	239.0
Fill cell	3273	17070
Tap cell	525	656.9
Sequential cell	336	10060
Inverter	45	168.9
Multi-Input combinational cell	1510	10270
Clock buffer	42	923.4
Timing Repair Buffer	91	705.7
==> cell families (layout without fill, tap and decap cells) <==
kind of cell             count (synthesis)  count (layout)  synth area share, %
other                                    1             175              0.01830
flip-flops                             336             336                49.12
multiplexers                           257             257                14.35
adder cells (fa/ha/maj)                 40              40                2.479
AND/OR/NAND/NOR                        558             558                12.98
AND-OR/OR-AND                          423             423                14.25
XOR/XNOR                                57              57                2.436
buffers and inverters                  186             199                4.366
==> critical path, cell delays in order (launching register included) <==
cell and delay, ns:
dfrtp_1 0.76, mux2i_1 0.76, nor2_4 0.28, inv_2 0.32
buf_4 0.51, a211oi_1 0.11, a221oi_2 0.44, o211ai_1 0.30
nor4bb_1 1.05, nand2_1 0.11, buf_4 0.27, nor2_1 0.45
a222oi_1 0.18, a21oi_1 0.74, clkdlybuf4s50_1 0.60
==> through the flow <==
stage / hold WS, ns / util, %
after floorplan: 0.5109 / -
after global placement: 0.5436 / 54.54
after detailed placement: 0.5511 / 54.54
after CTS: 0.5575 / 57.43
after global routing: 0.5799 / 57.43
final: 0.5596 / 57.43
