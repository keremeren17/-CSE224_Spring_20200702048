**./design.v**
```verilog
module SevenSegmentDisplay (
    input [3:0] binary_input,
    output reg [6:0] segments
);
    always @(*) begin
        case (binary_input)
            4'd0: segments = 7'b1000000;  
            4'd1: segments = 7'b1111001;  
            4'd2: segments = 7'b0100100;  
            4'd3: segments = 7'b0110000;  
            4'd4: segments = 7'b0011001;  
            4'd5: segments = 7'b0010010;  
            default: segments = 7'b1111111;  
        endcase
    end
endmodule
module Top (
    input clk,
    input rst,
    output [6:0] segments
);
    wire [2:0] count;
    wire [3:0] display_in;
    ZeroToFiveCounter counter (
        .clk(clk),
        .rst(rst),
        .count(count)
    );
    assign display_in = {1'b0, count};
    SevenSegmentDisplay display (
        .binary_input(display_in),
        .segments(segments)
    );
endmodule
module ZeroToFiveCounter (
    input wire clk,
    input wire rst,
    output reg [3:0] count
);
always @(posedge clk or posedge rst) begin
    if (rst) begin
        count <= 0;
    end else if (count == 4) begin
        count <= 0;
    end else begin
        count <= count + 1;
    end
end
endmodule
```
**./run.sh**
```bash
#!/bin/bash
# OpenROAD 26Q1-2900-gdf79404cd8, Yosys 0.63+post, stock flow scripts
make -C /OpenROAD-flow-scripts/flow DESIGN_CONFIG=/design/flow/config.mk WORK_HOME=/design/flow/orfs finish
```
**./config.mk**
```make
export PLATFORM = sky130hd
export DESIGN_NAME = Top
export DESIGN_NICKNAME = Top
export VERILOG_FILES = /design/flow/design.v
export SDC_FILE = /design/flow/constraint.sdc
export NUM_CORES = 4
export LEC_CHECK = 1
export CORE_AREA = 10 10 70 70
export DIE_AREA = 0 0 80 80
```
**./constraint.sdc**
```tcl
current_design Top

set clk_period 2.1
set clk_io_pct 0.2

create_clock -name clk0 -period $clk_period [get_ports {clk}]

set non_clock_inputs [all_inputs -no_clocks]
set_input_delay [expr $clk_period * $clk_io_pct] -clock clk0 $non_clock_inputs
set_output_delay [expr $clk_period * $clk_io_pct] -clock clk0 [all_outputs]
```
==> results.sh <==
# flow metrics
export IMPL_setup_violations=2
export IMPL_yosysWarnings=3
export IMPL_layout_setup_ws_ns=-0.03128
export IMPL_crit_arrival_ns=1.71
export IMPL_fp_util=0.09927
export IMPL_antenna_cells=0
export IMPL_power_leakage_nw=0.3415
export IMPL_min_period_over_period=1.015
export IMPL_first_iter_violations=7
export IMPL_chipArea_mm2=0.006400
export IMPL_fmax_mhz=469.2
export IMPL_cp_end_kind="output pin"
export IMPL_coreArea_mm2=0.003416
export IMPL_grt_pass1_vias=409
export IMPL_place_congestion=0.7214
export IMPL_route_detailed_wl_per_inst_um=9.312
export IMPL_tightest_slew_ns=0.2051
export IMPL_placedCellCount=95
export IMPL_yosysChipArea_um2=339.1
export IMPL_vias_per_cell=3.367
export IMPL_ys_seq_share=0.2952
export IMPL_die_x_um=80
export IMPL_ff_type="dfrtp_1"
export IMPL_relSlewSlack=0.8605
export IMPL_max_cap_viol_count=0
export IMPL_portBuffers=8
export IMPL_drc_errors=0
export IMPL_yosysUniqueCellTypes=22
export IMPL_stdcell_count=109
export IMPL_synthArstFlopShare=1.000
export IMPL_ff_latch_area_um2=100.1
export IMPL_rows=21
export IMPL_ys_flops=4
export IMPL_status="finished, violations left"
export IMPL_synth_edff_count=0
export IMPL_rrSetupSlack_ns=0.73
export IMPL_timing_rr_start="counter.count[1]$_DFF_PP0_"
export IMPL_htreeDepth=1
export IMPL_synthToLayoutAreaGrowth_pct=127.3
export IMPL_drt_first_pass_iters=3
export IMPL_clock_root_buffer="clkbuf_4"
export IMPL_hold_violations=0
export IMPL_critPathLaunchType="register"
export IMPL_insertion_delay_ns=0.23
export IMPL_path_class="reg -> out"
export IMPL_post_route_min_period_ns=2.131
export IMPL_path_clk_slew_ns=0.04
export IMPL_largest_reg_flops=4
export IMPL_synth_area_um2=339.1
export IMPL_cts_buffers_inserted=3
export IMPL_synth_cells=37
export IMPL_r2r_cells=7
export IMPL_grt_pass1_wl_mm=1.849
export IMPL_peakVddDrop_mv=0.1040
export IMPL_grt_ovfl_total=0
export IMPL_layout_top_cell="buf_4"
export IMPL_setup_tns_final_ns=-0.06173
export IMPL_rr_endpoint="counter.count[3]$_DFF_PP0_"
export IMPL_regMostFlops="counter.count"
export IMPL_p_total_mw=0.1726
export IMPL_holdBufCountCts=0
export IMPL_clock_sink_count=4
export IMPL_pin_count=9
export IMPL_antenna_left=0
export IMPL_fillers=370
export IMPL_dp_hpwl_um=624.6
export IMPL_min_path_type="in -> async"
export IMPL_fin_skew_ns=0.002347
export IMPL_grt_max_degree=9
export IMPL_layout_drive_gt1_share=0.7302
export IMPL_p_per_area_mw_per_mm2=223.9
export IMPL_crit_required_ns=1.68
export IMPL_largestRegisters="counter.count (4)"
export IMPL_vias=367
export IMPL_track_usage=0.03385
export IMPL_wirelength_mm=1.015
export IMPL_crit_fanout=3
export IMPL_tritoncts="yes"
export IMPL_lay_top_cells="buf_4 (10), buf_6 (8), ha_4 (5)"
export IMPL_antenna_found_initial=0
export IMPL_yosysCellCount=37
export IMPL_rsz0062_at_grt="true"
export IMPL_violations="negative setup slack"
export IMPL_cts_max_path_buffers=2
export IMPL_tool_warnings=30
export IMPL_finalMaxSlewViolations=0
export IMPL_syn_avg_cell_area_um2=9.164
export IMPL_die_y_um=80
export IMPL_comb_area_um2=320.3
[cell type report]
| cell class | instances | share of cell area |
|---|---|---|
| Clock buffer | 3 | 0.02922 |
| Inverter | 5 | 0.03409 |
| Multi-Input combinational cell | 24 | 0.4156 |
| Sequential cell | 4 | 0.1299 |
| Tap cell | 46 | 0.07468 |
| Timing Repair Buffer | 27 | 0.3166 |
[kinds of logic (layout without fill, tap and decap cells)]
group,count (synthesis),after routing,share of synthesized area
adders and majority gates,5,5,0.1845
muxes,2,2,0.06273
DFF,4,4,0.2952
AOI/OAI and AO/OA,5,5,0.1292
buffers and inverters,9,35,0.1365
and+or+nand+nor,12,12,0.1919
[stage by stage]
step | setup slack, ns | util | cell area, µm² | hold slack [ns]
after floorplan | 0.1342 | - | 339.1 | 0.1861
after global placement | -0.2081 | 0.1491 | 509.2 | 0.5046
after detailed placement | -0.2223 | 0.1491 | 509.2 | 0.5151
after CTS | -0.06660 | 0.2044 | 698.2 | 0.3803
after global routing | -0.09396 | 0.2256 | 770.7 | 0.4063
final | -0.03128 | 0.2256 | 770.7 | 0.3796
[synth_stat cells (all sizes together) (3+ instances only)]
library cell,n,area (µm²)
inv,5,18.77
dfrtp,4,100.1
nor2,5,18.77
ha,5,62.56
buf,3,23.77
[metal layers]
metal	track usage	wire, µm	vias up
li1	-	-	177
met1	0.04136	407	176
met2	0.05217	478	12
met3	0.01932	114	2
met4	0.003521	14	0
met5	0	0	-
[what timing repair did]
| item | in CTS | in global routing |
|---|---|---|
| gates cloned | 0 | 0 |
| endpoints found under the setup margin | 6 | 5 |
| setup buffers | 10 | 1 |
| pin swaps | 8 | 7 |
| gates resized | 37 | 13 |
[worst max-delay path: stages (launching register included)]
cell      delay, ns
dfrtp_1        0.39
buf_6          0.15
inv_6          0.04
ha_4           0.15
or4_4          0.54
o311ai_4       0.08
buf_2          0.14
[how the worst max path moves through the flow]
| stage | depth (start not counted) | endpoint | startpoint |
|---|---|---|---|
| CTS | 5 | segments[3] | counter.count[1]$_DFF_PP0_ |
| global route | 6 | segments[3] | counter.count[1]$_DFF_PP0_ |
| finish | 6 | segments[0] | counter.count[0]$_DFF_PP0_ |
[report_power, final]
group	internal, mW	switching, mW
Clock	0.0637	0.0280
Combinational	0.00174	0.00166
Sequential	0.0775	0
